### design/flow/run.sh
#!/bin/bash
# OpenROAD 26Q1-2900-gdf79404cd8, Yosys 0.63+post, stock flow scripts
make -C /OpenROAD-flow-scripts/flow DESIGN_CONFIG=/design/flow/config.mk WORK_HOME=/design/flow/orfs finish
### design/flow/config.mk
export PLATFORM = sky130hd
export DESIGN_NAME = adder_cla32
export DESIGN_NICKNAME = adder_cla32
export VERILOG_FILES = /design/flow/design.v
export SDC_FILE = /design/flow/constraint.sdc
export NUM_CORES = 4
export LEC_CHECK = 1
export CORE_AREA = 10 10 101 101
export DIE_AREA = 0 0 111 111
### design/flow/constraint.sdc
current_design adder_cla32

set clk_period 12.9
set clk_io_pct 0.2

create_clock -name clk0 -period $clk_period

set non_clock_inputs [all_inputs -no_clocks]
set_input_delay [expr $clk_period * $clk_io_pct] -clock clk0 $non_clock_inputs
set_output_delay [expr $clk_period * $clk_io_pct] -clock clk0 [all_outputs]
### design/flow/design.v
module adder_cla32
(
	output		[32-1:0]		o_S,
	output						o_Cout,
	input		[32-1:0]		i_A,
	input		[32-1:0]		i_B,
	input						i_Cin
);
	wire		[32/4 -2:0]	w_Cout;  
	full_adder4
	u_full_adder4_0(
	.o_S				(o_S[3:0]			),
	.o_Cout				(					),
	.i_A				(i_A[3:0]			),
	.i_B				(i_B[3:0]			),
	.i_Cin				(i_Cin				)
	);
	PG_logic4
	u_PG_logic4_0(
	.o_Cout				(w_Cout[0]			),
	.i_A				(i_A[3:0]			),
	.i_B				(i_B[3:0]			),
	.i_Cin				(i_Cin				)
	);
	full_adder4
	u_full_adder4_1(
	.o_S				(o_S[7:4]			),
	.o_Cout				(					),
	.i_A				(i_A[7:4]			),
	.i_B				(i_B[7:4]			),
	.i_Cin				(w_Cout[0]			)
	);
	PG_logic4
	u_PG_logic4_1(
	.o_Cout				(w_Cout[1]			),
	.i_A				(i_A[7:4]			),
	.i_B				(i_B[7:4]			),
	.i_Cin				(w_Cout[0]			)
	);
	full_adder4
	u_full_adder4_2(
	.o_S				(o_S[11:8]			),
	.o_Cout				(					),
	.i_A				(i_A[11:8]			),
	.i_B				(i_B[11:8]			),
	.i_Cin				(w_Cout[1]			)
	);
	PG_logic4
	u_PG_logic4_2(
	.o_Cout				(w_Cout[2]			),
	.i_A				(i_A[11:8]			),
	.i_B				(i_B[11:8]			),
	.i_Cin				(w_Cout[1]			)
	);
	full_adder4
	u_full_adder4_3(
	.o_S				(o_S[15:12]			),
	.o_Cout				(					),
	.i_A				(i_A[15:12]			),
	.i_B				(i_B[15:12]			),
	.i_Cin				(w_Cout[2]			)
	);
	PG_logic4
	u_PG_logic4_3(
	.o_Cout				(w_Cout[3]			),
	.i_A				(i_A[15:12]			),
	.i_B				(i_B[15:12]			),
	.i_Cin				(w_Cout[2]			)
	);
	full_adder4
	u_full_adder4_4(
	.o_S				(o_S[19:16]			),
	.o_Cout				(					),
	.i_A				(i_A[19:16]			),
	.i_B				(i_B[19:16]			),
	.i_Cin				(w_Cout[3]			)
	);
	PG_logic4
	u_PG_logic4_4(
	.o_Cout				(w_Cout[4]			),
	.i_A				(i_A[19:16]			),
	.i_B				(i_B[19:16]			),
	.i_Cin				(w_Cout[3]			)
	);
	full_adder4
	u_full_adder4_5(
	.o_S				(o_S[23:20]			),
	.o_Cout				(					),
	.i_A				(i_A[23:20]			),
	.i_B				(i_B[23:20]			),
	.i_Cin				(w_Cout[4]			)
	);
	PG_logic4
	u_PG_logic4_5(
	.o_Cout				(w_Cout[5]			),
	.i_A				(i_A[23:20]			),
	.i_B				(i_B[23:20]			),
	.i_Cin				(w_Cout[4]			)
	);
	full_adder4
	u_full_adder4_6(
	.o_S				(o_S[27:24]			),
	.o_Cout				(					),
	.i_A				(i_A[27:24]			),
	.i_B				(i_B[27:24]			),
	.i_Cin				(w_Cout[5]			)
	);
	PG_logic4
	u_PG_logic4_6(
	.o_Cout				(w_Cout[6]			),
	.i_A				(i_A[27:24]			),
	.i_B				(i_B[27:24]			),
	.i_Cin				(w_Cout[5]			)
	);
	full_adder4
	u_full_adder4_7(
	.o_S				(o_S[31:28]			),
	.o_Cout				(					),
	.i_A				(i_A[31:28]			),
	.i_B				(i_B[31:28]			),
	.i_Cin				(w_Cout[6]			)
	);
	PG_logic4
	u_PG_logic4_7(
	.o_Cout				(o_Cout				),
	.i_A				(i_A[31:28]			),
	.i_B				(i_B[31:28]			),
	.i_Cin				(w_Cout[6]			)
	);
endmodule
module full_adder4
(	
	output		[3:0]	o_S,
	output				o_Cout,
	input		[3:0]	i_A,
	input		[3:0]	i_B,
	input				i_Cin
);
	assign	{o_Cout, o_S} = i_A + i_B + i_Cin;
endmodule
module PG_logic4
(
	output			o_Cout,
	input	[3:0]	i_A,
	input	[3:0]	i_B,
	input			i_Cin
);
	wire	[3:0]	w_G;
	wire	[3:0]	w_P;
	wire			w_GN;
	wire			w_PN;
	genvar i;
	generate
	for (i=0; i<4; i=i+1) begin
		assign	w_G[i] = i_A[i] & i_B[i];
		assign	w_P[i] = i_A[i] ^ i_B[i];
	end
	endgenerate
	assign w_GN = w_G[3] | (w_P[3] & (w_G[2] | (w_P[2] & (w_G[1] | (w_P[1] & w_G[0]))))); 
	assign w_PN = w_P[0] & w_P[1] & w_P[2] & w_P[3];
	assign o_Cout = w_GN | (w_PN & i_Cin);
endmodule
==> Slide: Implementation Results <==
Physical Implementation Snapshot

Outcome
  • Status: finished clean

Cells and area
  • Seq. cell area: 0 um2
  • Area growth, synth to finish: 82.77%
  • Final instance area: 0.002456 mm2
  • Share of cells above drive strength 1: 0.04167
  • Flop count: 0
  • Combinational gate area: 0.001318 mm2
  • Clock buf count: 0
  • Fillers: 834

Synth
  • Mapped Area: 0.001344 mm2
  • Syn Inst Count: 142
  • Synthesis area per yosys: 0.001344 mm2
  • Ys cells: 142
  • Distinct lib cells: 27
  • Synthesized area per cell: 9.463 um2
  • Post-synth seq share: 0
  • Synth Warn #: 0

Hold path
  • Min-Delay Startpoint: i_B[10]
  • Hold depth: 4
  • Hold Path End: o_S[10]
  • Worst hold-check path type: in2out

GRT
  • First-pass GRT wire length: 7155 um
  • Largest net degree at the start of global routing: 6
  • Initial antenna violation count: 0
  • Grt ovf: 0
  • Vias in the first global route: 1,460
  • Total Routing Usage GR: 0.06923

Worst setup path
  • Top delay family on crit path: adder cells
  • Setup crit end kind: output pin
  • Setup crit start kind: input port
  • CP max stage delay: 510 ps
  • Data arrival, critical path: 6080 ps
  • Crit path buf inv count: 2
  • Crit-path cells: clkdlybuf4s50_1, ha_1, a211oi_2, nor2_1, o311ai_2, nand2b_2, a21o_1, a21o_1, fa_1, fa_1, xor2_1, clkdlybuf4s50_1
  • CP max FO: 4
  • Crit path kind: in2out
  • Slowest CP cell: clkdlybuf4s50_1
  • CP required: 10,320 ps

Place
  • Worst slack, placed: 4226 ps
  • Routability cong.: 0.7645
  • I/O Buffers: 98
  • Post-DP HPWL: 4248 um
  • Dpl cell area: 0.002456 mm2

Drt
  • DR vias: 1,402
  • DRT Pass-1 Iters: 4
  • Initial DRC Count: 24
  • ANT nets after route: 0
  • Routed wire length: 4479 um
  • Drt drc: 0
  • # diodes: 0
  • Avg WL per Cell: 12.98 um
  • Vias per cell: 4.064

Timing
  • Max-slew headroom: 0.7180
  • Hold Slack: 6254 ps
  • Tmin final: 8657 ps
  • Slew Viols, Final: 0
  • PnR worst setup slack: 4243 ps
  • Hold Vio Cnt, Final: 0
  • Worst slew pin tran: 418.5 ps
  • Fmax: 0.1155 GHz
  • Final period util: 0.6711
  • Setup_tns: 0 ps
  • RSZ-0062 raised after global routing: no
  • Setup violators final: 0

Power
  • Pwr Total: 120.2 uW
  • Internal: 79.91 uW
  • Switching Fraction: 0.3352
  • VDD IR max: 0.01710 mV
  • Combinational power share: 1.000
  • LEAKAGE: 0.001043 uW
  • Clk pwr share: 0
  • Pwr Density: 48.94 mW/mm2
  • Seq pwr share: 0
  • Net Sw Power: 40.29 uW

Floorplan
  • Die area: 0.01232 mm2
  • Core Area: 0.008134 mm2
  • Die H: 111 um
  • I/O pin cnt: 98
  • Site row count: 33
  • Die X-Extent: 111 um
  • Floorplan Utilization: 0.1652

CTS
  • Post-cts sizing count: 0
  • Count of hold-fix buffers inserted at cts: 0
  • Post-CTS Setup Inserts: 0

Job
  • Tool warnings: 32
  • Total of max-cap violations: 0
-- cell usage after synthesis, types with 2 or more instances --
cell / count / area share
a41oi_1: 2 / 0.013
inv_1: 7 / 0.020
xnor2_1: 8 / 0.052
nor2_1: 4 / 0.011
a211oi_2: 2 / 0.019
xor2_1: 8 / 0.052
nand2_1: 8 / 0.022
ha_1: 32 / 0.30
a21o_1: 12 / 0.067
fa_1: 16 / 0.24
o21ai_0: 6 / 0.022
nand3_1: 2 / 0.0074
a21oi_1: 18 / 0.067
and4_2: 2 / 0.015
a211oi_1: 3 / 0.017
-- power by group through the flow --
stage,Sequential (uW),Clock (uW),Combinational [uW]
final,0,0,120
after global routing,0,0,135
after CTS,0,0,123
-- placed cells by master (no fill, tap or decap), types with 2 or more instances in the layout --
master           netlist  routed
a21oi_1               18      18
a41oi_1                2       2
nand3_1                2       2
a211oi_2               2       2
xor2_1                 8       8
inv_1                  7       7
and4_2                 2       2
xnor2_1                8       8
o21ai_0                6       6
a211oi_1               3       3
nor2_1                 4       4
ha_1                  32      32
nand2_1                8       8
fa_1                  16      16
a21o_1                12      12
clkdlybuf4s50_1        0      98
-- metal layers --
layer / up-vias / wire (um) / part of all wire / track usage
met4: 0 / 0 / 0 / 0
met3: 0 / 558 / 0.12 / 0.03503
li1: 734 / - / - / -
met5: - / 0 / 0 / 0
met2: 68 / 1853 / 0.41 / 0.1057
met1: 600 / 2067 / 0.46 / 0.09118
-- stage by stage --
stage,utilization,instances
4_1_cts,0.3020,345
3_3_place_gp,0.3020,345
5_1_grt,0.3020,345
6_report,0.3020,345
2_1_floorplan,-,142
3_5_place_dp,0.3020,345
-- cells by family after synthesis --
| logic type | after synthesis | synth area share |
|---|---|---|
| adders and majority gates | 48 | 0.5363 |
| and+or+nand+nor | 21 | 0.08194 |
| buffers and inverters | 7 | 0.01956 |
| xor gates and xnor gates | 16 | 0.1043 |
| AOI/OAI and AO/OA | 50 | 0.2579 |
-- worst max-delay path by stage --
stage,startpoint,to,slack (ps),cells after the start
after CTS,i_A[5],o_S[22],4200,12
after global routing,i_A[5],o_S[22],4040,12
final,i_A[5],o_S[22],4240,12
-- final cells by class --
cell class         instances  share of cell area
inverters                  7             0.01070
well taps                105             0.05349
repair buffers            98              0.3994
multi-input cells        135              0.5364
-- worst min-delay path, stage by stage --
cell,delay (ps)
clkdlybuf4s50_1,460
ha_1,160
xor2_1,70
clkdlybuf4s50_1,400
Power and IR drop assume default switching activity.
