$ cat flow/run.sh
#!/bin/bash
# OpenROAD 26Q1-2900-gdf79404cd8, Yosys 0.63+post, stock flow scripts
make -C /OpenROAD-flow-scripts/flow DESIGN_CONFIG=/design/flow/config.mk WORK_HOME=/design/flow/orfs finish
$ cat flow/config.mk
export PLATFORM = sky130hd
export DESIGN_NAME = regfile
export DESIGN_NICKNAME = regfile
export VERILOG_FILES = /design/flow/design.v
export SDC_FILE = /design/flow/constraint.sdc
export NUM_CORES = 4
export LEC_CHECK = 1
export CORE_UTILIZATION = 40
$ cat flow/constraint.sdc
current_design regfile

set clk_period 5.1
set clk_io_pct 0.2

create_clock -name clk0 -period $clk_period [get_ports {i_clk}]

set non_clock_inputs [all_inputs -no_clocks]
set_input_delay [expr $clk_period * $clk_io_pct] -clock clk0 $non_clock_inputs
set_output_delay [expr $clk_period * $clk_io_pct] -clock clk0 [all_outputs]
$ cat flow/design.v
module regfile 
#(
	parameter	MIF_FILE	= "regfile.mif",
	parameter	BW_DATA		= 32,
	parameter	BW_ADDR 	= 5
)
(
	output	[BW_DATA-1:0]	o_rf_rd_data0,
	output	[BW_DATA-1:0]	o_rf_rd_data1,
	input	[BW_ADDR-1:0]	i_rf_rd_addr0,
	input	[BW_ADDR-1:0]	i_rf_rd_addr1,
	input	[BW_DATA-1:0]	i_rf_wr_data,
	input	[BW_ADDR-1:0]	i_rf_wr_addr,
	input					i_rf_wr_en,
	input					i_clk
);
	reg		[BW_DATA-1:0]	rf_arr[0:2**BW_ADDR-1];
	assign	o_rf_rd_data0	= rf_arr[i_rf_rd_addr0];
	assign	o_rf_rd_data1	= rf_arr[i_rf_rd_addr1];
	always @(posedge i_clk) begin
		if (i_rf_wr_en) begin
			rf_arr[i_rf_wr_addr] <= i_rf_wr_data;
		end else begin
			rf_arr[i_rf_wr_addr] <= rf_arr[i_rf_wr_addr];
		end
	end
endmodule
==> results.py <==
# Synthesis and PnR figures
metrics = {
    "yosys": {
        "yosys.area.top_type_share_pct": 63.03,
        "ys_seq_elements": 1024,
        "xor_share_pct": 0,
        "postSynthSeqShare_pct": 63.03,
        "syn_area_um2": 48790,
        "synth_adder_area_share_pct": 0,
        "top_logic_kind": "multiplexers",
        "synth.distinct_cells": 23,
        "synth_area_per_cell_um2": 14.41,
        "yosysWarnings": 1,
        "ys_sh_simple_pct": 4.714,
        "synthCells": 3386,
        "ys_cells": 3386,
        "ys_sh_mux_pct": 21.01,
        "ys_sh_aoi_pct": 8.042,
        "synthTopCellsByArea": "edfxtp_1, mux2i_1, a22oi_1, a22o_1, nand3_1",
        "largest_area_cell": "edfxtp_1",
        "yosysChipArea_um2": 48790,
    },
    "timing": {
        "tns_ns": 0,
        "worstMarginPinSlew_ns": 0.8561,
        "fin_crit_ns": 4.717,
        "slew_violations": 0,
        "finalClockPeriodUsage_pct": 92.50,
        "timing.final.ws_setup_ns": 0.3827,
        "setup_viol": 0,
        "relSlewSlack_pct": 42.79,
        "rsz0062_at_grt": "no",
        "hold_viol": 0,
        "whs_ns": 1.153,
        "max_freq_mhz": 212.0,
    },
    "drt": {
        "firstDrtPassIters": 5,
        "routedWlPerCell_um": 29.33,
        "via_per_inst": 5.928,
        "vias": 31120,
        "post-route-drc-count": 0,
        "routed_wl_mm": 154.0,
        "antenna_left": 0,
        "first_iter_violations": 2077,
    },
    "global_route": {
        "grt_max_degree": 66,
        "grt_pass1_vias": 32170,
        "grt_pass1_wl_mm": 220.5,
        "grt_usage_pct": 26.95,
        "antenna_found_initial": 5,
        "grt_overflow_total": 0,
    },
    "final_layout": {
        "top_register": "rf_arr",
        "final_area_um2": 56350,
        "final_core_util_pct": 46.78,
        "largest_reg_flops": 1024,
        "syn_to_final_growth_pct": 15.49,
        "top_regs": "rf_arr: 1024 flops",
        "drive_gt1_share_pct": 11.03,
    },
    "critical_path": {
        "criticalPathCategory": "input port to output pin",
        "crit_fanout": 37,
        "critPathRequiredTime_ns": 4.08,
        "cpMostUsedCell": "clkdlybuf4s50_1",
        "crit_slowest_cell": "clkdlybuf4s50_1",
        "crit_cells": 8,
        "critPathMaxStageDelay_ns": 0.66,
        "critical_path_arrival_ns": 3.70,
        "cpLargestDelayFamily": "buffers and inverters",
        "critPathLaunchType": "input port",
        "end_kind": "output pin",
        "critPathBufInv": 4,
        "crit_chain": "clkdlybuf4s50_1 -> nor2b_4 -> buf_12 -> buf_4 -> a21oi_1 -> a31oi_1 -> nand3_1 -> clkdlybuf4s50_1",
    },
    "clock_tree": {
        "cts_resized": 0,
        "tritoncts": "built",
        "clockBufferDepth": 3,
        "post_cts_buffers": 0,
        "clk_pin_slew_ns": 0.06,
        "cts_buffers": 107,
        "root_buffer": "clkbuf_16",
        "cts_sinks": 1024,
        "htree_levels": 3,
        "hold_buffers": 0,
    },
    "hold_path": {
        "hold_path.class": "input port to flip-flop",
        "hold_depth": 2,
    },
    "power": {
        "leakagePower_nw": 20.65,
        "vdd_drop_max_v": 0.0002799,
        "p_per_area_nw_per_um2": 330.4,
    },
    "flow_run": {
        "max_cap_viol_count": 0,
        "warnings": 26,
    },
    "placement": {
        "numPortBuffers": 112,
        "dpl.hpwl_mm": 89.57,
        "placedInstanceArea_um2": 53060,
        "post-place-ws_ns": 0.4168,
        "gp_congestion": 0.9042,
    },
    "die": {
        "core_um2": 120400,
        "fp_util_pct": 40.51,
        "num_rows": 127,
        "dieHeight_um": 351.2,
        "chipArea_um2": 123400,
        "ios": 113,
        "die_w_um": 351.2,
    },
    "status": {
        "status": "complete, no violations",
    },
}
## cell usage in the layout, fill, tap and decap left out
cell type	Yosys	layout
mux2i_1	1024	1024
edfxtp_1	1024	1024
nand3_1	194	194
nand2_1	195	193
a22oi_1	192	192
a21oi_1	192	192
a22o_1	128	128
buf_4	47	125
clkdlybuf4s50_1	0	110
clkbuf_16	0	109
buf_12	0	72
nor3_1	64	64
a31oi_1	64	64
nor2_4	0	34
clkinv_2	0	24
clkinv_1	0	24
clkbuf_1	86	18
clkinvlp_4	0	7
bufinv_16	0	6
nand3b_1	5	5
nor2b_4	0	4
nand2b_2	0	4
diode_2	0	3
or3b_2	3	3
clkinv_4	0	3
and2_4	0	2
or2_2	2	2
nand2_2	0	2
inv_6	0	2
buf_8	0	2
nor2_1	35	1
or3_1	1	1
## cells in the mapped netlist
cell	instances
edfxtp_1	1024
mux2i_1	1024
nand2_1	195
nand3_1	194
a21oi_1	192
a22oi_1	192
a22o_1	128
clkbuf_1	86
buf_2	70
a31oi_1	64
nor3_1	64
buf_4	47
buf_6	45
nor2_1	35
nand3b_1	5
clkbuf_4	4
nand2b_1	4
nor2b_1	4
or3b_2	3
and2_1	2
or2_2	2
buf_1	1
or3_1	1
## worst paths after layout
path	startpoint	endpoint	slack, ns
min	i_rf_wr_data[3]	rf_arr[11][3]$_DFFE_PP_	1.15
max	i_rf_rd_addr1[0]	o_rf_rd_data1[10]	0.38
## logic make-up (layout without fill, tap and decap cells)
family          count (synthesis)  count (layout)
other cells                     0               3
flops                        1024            1024
compound gates                576             576
buf+inv                       253             502
mux                          1024            1024
simple gates                  509             509
## metal layers
layer | vias to the layer above | track usage [%] | wire length [µm]
li1 | 13750 | - | -
met1 | 15370 | 34.94 | 56250
met2 | 1682 | 39.25 | 69860
met3 | 313 | 16.51 | 22380
met4 | 10 | 7.675 | 5404
met5 | - | 0.3140 | 104
## per-stage QoR
step	std cells	power, mW
global route	5248	19.15
floorplan	3386	10.54
CTS	5247	18.69
detailed placement	5054	11.38
finish	5250	18.62
global placement	5054	11.37
## power breakdown
group,internal (mW),switching [mW]
clock network,4.19,3.21
registers,9.36,0.0395
logic,0.721,1.09
total,14.3,4.34
## area by class of cell
| class | instances | area [µm²] |
|---|---|---|
| fill | 10390 | 64100 |
| sequential | 1024 | 30750 |
| multi-input combinational | 2109 | 16780 |
| timing repair buffer | 309 | 3511 |
| clock buffer | 127 | 2795 |
| tap | 1612 | 2017 |
| clock inverter | 66 | 486.7 |
| antenna | 3 | 7.507 |
No activity file was given, so power comes from the tool's default toggle rates.
